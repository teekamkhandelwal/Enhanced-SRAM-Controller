<file path="/design/flow/config.mk">
export PLATFORM = sky130hd
export DESIGN_NAME = sram_controller
export DESIGN_NICKNAME = sram_controller
export VERILOG_FILES = /design/flow/design.v
export SDC_FILE = /design/flow/constraint.sdc
export NUM_CORES = 4
export LEC_CHECK = 1
export CORE_UTILIZATION = 40
</file>
<file path="/design/flow/constraint.sdc">
current_design sram_controller

set clk_period 4.2
set clk_io_pct 0.2

create_clock -name clk0 -period $clk_period [get_ports {clk}]
create_clock -name clk1 -period $clk_period [get_ports {clk_processor}]

set non_clock_inputs [all_inputs -no_clocks]
set_input_delay [expr $clk_period * $clk_io_pct] -clock clk0 $non_clock_inputs
set_output_delay [expr $clk_period * $clk_io_pct] -clock clk0 [all_outputs]
</file>
<file path="/design/flow/design.v">
module sram_controller (
    input wire clk,
    input wire rst_n,
    input wire [15:0] addr,
    inout wire [7:0] data,
    input wire [2:0] byte_en,  
    input wire we_n,
    input wire oe_n,
    input wire [7:0] password,
    input wire clk_processor,  
    output wire cs_n,
    output wire [15:0] sram_addr,
    inout wire [7:0] sram_data,
    output wire sram_we_n,
    output wire sram_oe_n,
    output wire error_flag,
    output wire access_denied,
    output wire power_save_mode,
    input wire burst_mode,  
    input wire [15:0] burst_length  
);
    reg [7:0] data_reg;
    reg [15:0] addr_reg;
    reg we_n_reg, oe_n_reg;
    reg last_address_written;
    reg error_detected;
    reg [2:0] retry_count;
    reg access_granted;
    reg power_save;
    reg [15:0] burst_count;
    reg burst_active;
    reg [7:0] parity;  
    reg [7:0] calculated_parity;
    reg [7:0] data_sync;
    reg we_n_sync, oe_n_sync;
    parameter MAX_RETRIES = 3;
    parameter CORRECT_PASSWORD = 8'hA5;  
    parameter ENCRYPTION_KEY = 8'h3C;  
    assign cs_n = 0;  
    assign sram_addr = addr_reg;
    assign sram_we_n = we_n_reg;
    assign sram_oe_n = oe_n_reg;
    assign sram_data = (we_n_reg == 0) ? (data_reg ^ ENCRYPTION_KEY) : 8'bz;  
    assign data = (oe_n_reg == 0) ? (sram_data ^ ENCRYPTION_KEY) : 8'bz;  
    assign error_flag = error_detected;
    assign access_denied = ~access_granted;
    assign power_save_mode = power_save;
    function [7:0] calc_parity;
        input [7:0] data;
        integer i;
        begin
            calc_parity = 0;
            for (i = 0; i < 8; i = i + 1) begin
                calc_parity = calc_parity ^ data[i];
            end
        end
    endfunction
    always @(posedge clk_processor or negedge rst_n) begin
        if (!rst_n) begin
            data_sync <= 0;
            we_n_sync <= 1;
            oe_n_sync <= 1;
        end else begin
            data_sync <= data;
            we_n_sync <= we_n;
            oe_n_sync <= oe_n;
        end
    end
    always @(posedge clk or negedge rst_n) begin
        if (!rst_n) begin
            addr_reg <= 0;
            data_reg <= 0;
            we_n_reg <= 1;
            oe_n_reg <= 1;
            last_address_written <= 0;
            error_detected <= 0;
            retry_count <= 0;
            access_granted <= 0;
            power_save <= 0;
            burst_count <= 0;
            burst_active <= 0;
        end else begin
            if (password == CORRECT_PASSWORD) begin
                access_granted <= 1;
                if (burst_mode && burst_active) begin
                    if (burst_count < burst_length) begin
                        burst_count <= burst_count + 1;
                        addr_reg <= addr_reg + 1;
                    end else begin
                        burst_active <= 0;
                        burst_count <= 0;
                        power_save <= 1;
                    end
                end else if (we_n_sync == 0) begin
                    power_save <= 0;
                    if (addr != 16'hFFFF) begin
                        addr_reg <= addr;
                        data_reg <= data_sync;
                        parity <= calc_parity(data_sync);  
                        we_n_reg <= we_n_sync;
                        last_address_written <= 0;
                        error_detected <= 0;
                        retry_count <= 0;
                        if (burst_mode) begin
                            burst_active <= 1;
                        end
                    end else begin
                        we_n_reg <= 1;  
                        last_address_written <= 1;
                        error_detected <= 1;  
                    end
                end else if (oe_n_sync == 0) begin
                    power_save <= 0;
                    addr_reg <= addr;
                    oe_n_reg <= oe_n_sync;
                    calculated_parity <= calc_parity(sram_data ^ ENCRYPTION_KEY);
                    if (calculated_parity !== parity) begin
                        error_detected <= 1;
                        if (retry_count < MAX_RETRIES) begin
                            retry_count <= retry_count + 1;
                            addr_reg <= addr;
                            oe_n_reg <= oe_n_sync;
                        end
                    end else begin
                        error_detected <= 0;
                        retry_count <= 0;
                    end
                end else begin
                    power_save <= 1;  
                end
            end else begin
                access_granted <= 0;
            end
        end
    end
endmodule
</file>
<file path="/design/flow/run.sh">
#!/bin/bash
# OpenROAD 26Q1-2900-gdf79404cd8, Yosys 0.63+post, stock flow scripts
make -C /OpenROAD-flow-scripts/flow DESIGN_CONFIG=/design/flow/config.mk WORK_HOME=/design/flow/orfs finish
</file>
==> metrics.sh <==
CTS-RESIZED-GATES=0
DP_WORST_SETUP_SLACK_NS=0.572
SYN-INSTANCE-COUNT=344
NETLIST.TOP_CELL.BY_AREA='dfrtp_1'
WEIGHTED_CONGESTION_AT_THE_END_OF_ROUTABILITY_DRIVEN_GLOBAL_PLACEMENT=0.883
I_O_PINS=87
CORE.ROWCOUNT=33
SYNTH-ASYNC-RESET-RATIO_PCT=96.6
YOSYS.STAT.CHIPAREA_UM2=3370
DIE_WIDTH_UM=93.8
YS_DOMINANT_REG_CELL='dfrtp_1'
TOOLERRORMSG='[error] [KeplerFormal.cpp:679] Workflow failed: Iso has multiple drivers: .data6, data[6]$_DFFE_PN0P_.Q0'
COUNT_OF_LIBRARY_FLOPS_WITH_AN_ENABLE_PIN=2
YOSYS.AREA.TOP_TYPE_SHARE_PCT=38.6
YS.WARNINGS.COUNT=3
SYNTH.AVG_CELL_AREA_UM2=9.79
CTS_POST_SETUP_BUFFERS_INSERTED=0
LASTSTAGE='clock tree synthesis'
YOSYSUNIQUECELLTYPES=56
CTS-HOLD-FIX-BUFFERS=0
DETAILED_PLACE_HPWL_UM=5660
YS_FF=58
DIE_H_UM=93.8
STATUS='aborted with a tool error'
DP_CELLS=505
SYNTH-SEQ-AREA-SHARE_PCT=43.5
CELL_COUNT_LISTED_IN_SYNTH_STAT_TXT=344
POST_SYNTHESIS_CELL_AREA_UM2=3370
YS_TOP_CELLS_BY_AREA='dfrtp_1, ha_1, xnor2_1'
FP_UTIL_PCT=41.2
IO_BUFFER_COUNT=65
NUM_CLOCK_SINKS=58
[per-stage QoR]
stage	instance area [µm²]	total power [µW]	util (%)
floorplan	3370	688	-
global placement	4110	791	50.2
detailed placement	4110	792	50.2
[kinds of logic after synthesis]
| logic type | Yosys count | share of synthesized area, % |
|---|---|---|
| other | 1 | 0.111 |
| muxes | 6 | 1.97 |
| DFF | 58 | 43.5 |
| adders and majority gates | 17 | 6.31 |
| and+or+nand+nor | 130 | 21.0 |
| AOI/OAI and AO/OA | 63 | 14.2 |
| xor gates and xnor gates | 28 | 7.28 |
| buffers and inverters | 41 | 5.61 |
[cell usage after synthesis (2+ instances only)]
cell	count
dfrtp_1	52
o32ai_1	2
o21a_1	2
mux2_2	4
and3_1	10
or3_1	5
a211oi_1	9
nand3_1	10
edfxtp_1	2
nand4bb_1	2
nand2_1	22
nor2_1	33
inv_1	23
and4_1	6
clkbuf_1	5
a41oi_1	2
a221oi_1	2
nor2b_1	2
buf_4	6
a21oi_1	8
o21ai_0	12
ha_1	17
nand4_1	13
a31oi_1	3
nor3_1	8
a311oi_1	8
o211ai_1	3
xnor2_1	16
and2_1	6
xor2_1	12
dfstp_2	4
or2_2	2
a21o_1	2
nor4_1	6
buf_2	4
No activity file was given, so power comes from the tool's default toggle rates.
